==> flow/design.v <==
module myfifo
       (
           input wire clk,
           input wire rst,
           input wire en,
           input wire i_en,
           input wire i_rw,      
           input wire [32 - 1: 0] i_WrDat,
           output wire [32 - 1: 0] o_RdDat,
           output wire o_full
       );
reg[32 - 1: 0] dat[32 - 1: 0];
reg[5 - 1: 0] head, tail;  
reg full, empty;
reg[32 - 1: 0] out;
assign o_RdDat = out;
assign o_full = full;
wire[5 - 1: 0] head_nxt, tail_nxt;
integer i;
always @(posedge clk) begin
    if (rst) begin
        for (i = 0; i < 32; i = i + 1) dat[i] <= 0;
        head <= 1; tail <= 1;
        full <= 0; empty <= 1;
    end
    else if (en) begin
        if (i_en) begin
            if (i_rw) begin
                out <= dat[head];
                head <= head_nxt;
                empty <= (head_nxt == tail) ? 1 : 0;
            end
            else begin
                dat[tail] <= out;
                tail <= tail_nxt;
                full <= (tail_nxt == head) ? 1 : 0;
            end
        end
    end
end
endmodule
==> flow/run.sh <==
#!/bin/bash
# OpenROAD 26Q1-2900-gdf79404cd8, Yosys 0.63+post, stock flow scripts
make -C /OpenROAD-flow-scripts/flow DESIGN_CONFIG=/design/flow/config.mk WORK_HOME=/design/flow/orfs finish
==> flow/config.mk <==
export PLATFORM = sky130hd
export DESIGN_NAME = myfifo
export DESIGN_NICKNAME = myfifo
export VERILOG_FILES = /design/flow/design.v
export SDC_FILE = /design/flow/constraint.sdc
export NUM_CORES = 4
export LEC_CHECK = 1
export CORE_UTILIZATION = 50
==> flow/constraint.sdc <==
current_design myfifo

set clk_period 7.3
set clk_io_pct 0.2

create_clock -name clk0 -period $clk_period [get_ports {clk}]

set non_clock_inputs [all_inputs -no_clocks]
set_input_delay [expr $clk_period * $clk_io_pct] -clock clk0 $non_clock_inputs
set_output_delay [expr $clk_period * $clk_io_pct] -clock clk0 [all_outputs]
==> results.sh <==
# implementation run metrics
export IMPL_status="finished clean"
export IMPL_synth_cellmix_xorXnorShare_pct=0
export IMPL_cts_buffers=9
export IMPL_place_inst=188
export IMPL_p_clk_share_pct=46.6
export IMPL_topCombFamilyByArea="simple AND/OR/NAND/NOR gates"
export IMPL_avgViaCountPerCell=5.064
export IMPL_syn_area_per_cell_um2=21.01
export IMPL_ys_area_um2=2206
export IMPL_hold_start="dat[1][19]"
export IMPL_finalCritPeriodShare_pct=37.51
export IMPL_fin_total_pwr_uw=824.1
export IMPL_portBuffers=36
export IMPL_fp_dieH_um=68.42
export IMPL_rsz0062_at_grt="false"
export IMPL_critPathLaunchType="primary input"
export IMPL_grt_total_usage_pct=17.93
export IMPL_post_place_ws_ns=4.187
export IMPL_muxShareOfSynthArea_pct=0
export IMPL_cts_tree="yes"
export IMPL_cts_setup_buffers=0
export IMPL_drtPass1Iterations=4
export IMPL_num_fill_cells=269
export IMPL_rows=23
export IMPL_crit_family="AND-OR/OR-AND gates"
export IMPL_cts_resized_gates=0
export IMPL_ys_flops=64
export IMPL_ys_sh_adder_pct=0
export IMPL_maxSlewViolCount=0
export IMPL_ir_drop_uv=214.6
export IMPL_path_class="primary input to flip-flop"
export IMPL_gp_congestion=0.6933
export IMPL_ctsHoldBuffers=0
export IMPL_ys_seq_share_pct=87.12
export IMPL_die_area_um2=4681
export IMPL_syn_area_um2=2206
export IMPL_max_stage_delay_ns=0.72
export IMPL_cts_root_buffer="clkbuf_8"
export IMPL_final_cells=204
export IMPL_min_path_type="flip-flop to flip-flop"
export IMPL_dr_total_vias=1033
export IMPL_fin_skew_ns=0.008821
export IMPL_grt_pass1_vias=979
export IMPL_maxCapViolCount=0
export IMPL_ant_nets=0
export IMPL_slew_headroom_pct=44.29
export IMPL_leakagePower_nw=1.024
export IMPL_critPathRequiredTime_ns=7.25
export IMPL_floorplan_core_util_pct=53.60
export IMPL_routed_wl_um=3280
export IMPL_tightest_slew_ns=0.8356
export IMPL_aoi_share_pct=0.3971
export IMPL_crit_path_start="i_en"
export IMPL_clockBufferDepth=2
export IMPL_p_seq_share_pct=51.3
export IMPL_arrival_ns=2.69
export IMPL_end_kind="flip-flop"
export IMPL_clk_latency_ns=0.33
export IMPL_grt_max_degree=33
export IMPL_path_buffers=1
export IMPL_reg2reg_from="out[3]"
export IMPL_p_sw_share_pct=16.75
export IMPL_crit_chain="clkdlybuf4s50_1 > a31o_2"
export IMPL_combPwrFrac_pct=2.1
export IMPL_postLayoutSetupSlackWorst_ns=4.562
export IMPL_yosysWarningCount=11
export IMPL_hold_violations=0
export IMPL_fmax_ghz=0.3652
export IMPL_crit_path_top_delay_cell="a31o_2"
export IMPL_dp_hpwl_um=1724
export IMPL_h_tree_depth=3
export IMPL_simple_gate_share_pct=10.27
export IMPL_drt_iter0_markers=83
export IMPL_core_area_um2=4115
export IMPL_overflow=0
export IMPL_power_per_cell_area_nw_per_um2=288.9
export IMPL_yosys_cells=105
export IMPL_grt_pass1_wl_um=5257
export IMPL_logic_area_um2=239.0
export IMPL_insertedDiodeCount=0
export IMPL_setup_tns_ns=0
export IMPL_ys_types=9
export IMPL_min_period_ns=2.738
export IMPL_p_sw_uw=138.1
export IMPL_clk_pin_slew_ns=0.07
export IMPL_drive_gt1_share_pct=11.69
export IMPL_chipWidth_um=68.42
export IMPL_internal_power_uw=686.0
export IMPL_post_drt_wl_per_cell_um=16.08
export IMPL_syn_inst=105
export IMPL_post_route_drc_count=0
export IMPL_warnings=58
export IMPL_regArea_um2=1922
export IMPL_critPathMaxFanout=32
export IMPL_grt_antenna_before_repair=0
export IMPL_final_util_pct=69.32
export IMPL_cts_num_sinks=64
export IMPL_setup_viol=0
export IMPL_areaGrowthSynthToFinish_pct=29.33
export IMPL_ios=70
-- final timing paths --
path | cells past startpoint | slack (ns) | end
worst max-delay path | 2 | 4.56 | dat[1][14]
worst min-delay path | 0 | 0.41 | out[19]
worst max register to register | 1 | 6.49 | dat[1][3]
worst min register to register | 0 | 0.41 | out[19]
-- metal layers --
layer  vias up  wire length (um)  GRT usage (%)  part of all wire, %
met3        10               228          6.081                  7.0
met2        50              1365          20.59                   42
met4         0               101          4.688                  3.1
met1       501              1585          39.11                   48
li1        472                 -              -                    -
met5         -                 0              0                    0
-- power by group through the flow --
stage | sequential (mW) | clock (mW) | combinational, mW
CTS | 0.423 | 0.393 | 0.0178
global route | 0.424 | 0.405 | 0.0193
finish | 0.422 | 0.384 | 0.0173
-- kinds of logic after synthesis --
group           after synthesis
other cells                   1
buf+inv                       5
simple gates                 34
flops                        64
compound gates                1
-- sequential cells by signal (all words and copies together) (netlist names) --
register  count
out          32
dat          32
-- per-stage QoR --
stage	hold WS (ns)	area, um^2
detailed placement	0.4045	2595
CTS	0.4198	2853
finish	0.4139	2853
global placement	0.4010	2595
global route	0.4245	2853
floorplan	0.4003	2206
-- synthesized netlist by cell type --
library cell / instances / area share (%)
conb_1: 1 / 0.17
buf_6: 3 / 1.5
and4bb_4: 1 / 0.74
and2_1: 32 / 9.1
buf_4: 1 / 0.34
a31o_2: 1 / 0.40
and4b_1: 1 / 0.45
inv_1: 1 / 0.17
edfxtp_1: 64 / 87
-- cell usage in the layout, fill, tap and decap left out --
cell / n
edfxtp_1: 64
clkdlybuf4s50_1: 36
and2_1: 32
clkbuf_8: 9
bufinv_16: 4
clkinv_2: 2
and4b_1: 1
inv_1: 1
a31o_2: 1
and4bb_4: 1
conb_1: 1
clkinv_1: 1
buf_4: 1
-- layout make-up --
| cell class | count | area share [%] |
|---|---|---|
| clock buffer | 9 | 4.342 |
| sequential | 64 | 67.37 |
| timing repair buffer | 37 | 12.89 |
| multi-input combinational | 36 | 8.377 |
| tap | 50 | 2.193 |
| inverter | 1 | 0.1316 |
| clock inverter | 7 | 4.693 |
No activity file was given, so power comes from the tool's default toggle rates.
